<file path="flow/run.sh">
#!/bin/bash
# OpenROAD 26Q1-2900-gdf79404cd8, Yosys 0.63+post, stock flow scripts
make -C /OpenROAD-flow-scripts/flow DESIGN_CONFIG=/design/flow/config.mk WORK_HOME=/design/flow/orfs finish
</file>
<file path="flow/config.mk">
export PLATFORM = sky130hd
export DESIGN_NAME = neptuno_top
export DESIGN_NICKNAME = neptuno_top
export VERILOG_FILES = /design/flow/design.v
export SDC_FILE = /design/flow/constraint.sdc
export NUM_CORES = 4
export LEC_CHECK = 1
export CORE_AREA = 10 10 109 109
export DIE_AREA = 0 0 119 119
</file>
<file path="flow/constraint.sdc">
current_design neptuno_top

set clk_period 3.4
set clk_io_pct 0.2

create_clock -name clk0 -period $clk_period [get_ports {clk}]

set non_clock_inputs [all_inputs -no_clocks]
set_input_delay [expr $clk_period * $clk_io_pct] -clock clk0 $non_clock_inputs
set_output_delay [expr $clk_period * $clk_io_pct] -clock clk0 [all_outputs]
</file>
<file path="flow/design.v">
`default_nettype none
`timescale 1ns / 1ps
module neptuno_top  (
	clk,     
	rst_n,   
	key_in,  
	led      
);
input        clk; 
input        rst_n;
input  [1:0] key_in;
output 		 led;
reg [19:0] count;
reg [1:0] key_scan;  
always @(posedge clk or negedge rst_n)      
begin
   if(!rst_n)                 
      count <= 20'd0;         
   else
      begin
         if(count ==20'd999_999)  
            begin
               count <= 20'b0;      
               key_scan <= key_in;  
            end
         else
            count <= count + 20'b1;  
     end
end
reg [1:0] key_scan_r;
always @(posedge clk)
    key_scan_r <= key_scan;       
wire [1:0] flag_key = key_scan_r[1:0] & (~key_scan[1:0]);  
reg temp_led;
always @ (posedge clk or negedge rst_n)       
begin
    if (!rst_n)                  
         temp_led <= 1'b1;   	 
    else
         begin            
             if ( flag_key[0] ) temp_led <= ~temp_led;   
             if ( flag_key[1] ) temp_led <= ~temp_led;   
         end
end
 assign led = temp_led;
endmodule
</file>
==> results.json <==
{
  "place_ws_ns": 1.44,
  "dpl.hpwl_um": 1550,
  "cts_tree": "done",
  "avgSynthCellArea_um2": 11.2,
  "finClkSkew_ns": 0.00870,
  "die_x_um": 119,
  "period_needed_ns": 1.95,
  "wl_um": 2170,
  "coreArea_um2": 9640,
  "max-clock-path-buffers": 2,
  "cts_hold_buf": 0,
  "die_h_um": 119,
  "io_pins": 5,
  "final.setup.tns_ns": 0,
  "drc": 0,
  "setup_ws_ns": 1.45,
  "first_pass_iters": 4,
  "clock_sinks": 25,
  "cap_violations": 0,
  "rsz0062_at_grt": "false",
  "worstSetupEndpointType": "output pin",
  "cp-start-kind": "register",
  "power_density_nw_per_um2": 333,
  "drtAntennaViolNets": 0,
  "post_drt_wl_per_cell_um": 8.77,
  "slew_headroom": 0.673,
  "fp_util": 0.123,
  "grt_pass1_wl_um": 3790,
  "tool_warnings": 25,
  "cts_resized": 0,
  "xor_share": 0.111,
  "outcome": "completed",
  "crit_slowest_cell": "dfstp_2",
  "yosysUniqueCellTypes": 32,
  "finalSetupViolCount": 0,
  "crit_arrival_ns": 1.27,
  "layout.cells.most_common": "dfrtp_1",
  "crit_type": "register to output pin",
  "reg2reg_depth": 4,
  "clk_pin_slew_worst_paths_ns": 0.07,
  "drt_iter0_drc": 52,
  "grt_max_degree": 23,
  "syn_area_um2": 1190,
  "hold_viol_final": 0,
  "yosys_warnings": 1,
  "port_buffers": 4,
  "clock.latency.late_pin_ns": 0.26,
  "ir_worst_vdd_v": 0.000134,
  "synthArstFlopShare": 0.840,
  "synthAoiAreaFrac": 0.0158,
  "top_area_frac": 0.422,
  "p_leak_nw": 0.542,
  "dieArea_um2": 14200,
  "drive_above_1_share": 0.114,
  "worstMarginPinSlew_ns": 0.487,
  "numCtsBuffers": 3,
  "ys_ff": 25,
  "vias": 767,
  "synthCells": 106,
  "synth_stat.cells": 106,
  "most-common-layout-cells": "20 x dfrtp_1, 12 x nor2_1, 8 x nand3_1, 8 x xnor2_1, 7 x xor2_1",
  "ys_area_um2": 1190,
  "ys_sh_simple": 0.289,
  "place_congestion": 0.766,
  "hp-class": "register to register",
  "ys_sh_mux": 0.0253,
  "cp_max_fo": 2,
  "top_area_cell": "dfrtp_1",
  "diodes": 0,
  "logic_family": "simple AND/OR/NAND/NOR gates",
  "edf_count": 2,
  "grt_overflow": 0,
  "routed_via_density": 3.11,
  "antenna_found_initial": 0,
  "fmax_ghz": 0.513,
  "required_ns": 2.72,
  "first_global_vias": 801,
  "grt_use_total": 0.0321,
  "cts-root-buf": "clkbuf_8",
  "max_stage_delay_ns": 0.55,
  "crit_family": "flip-flops",
  "cts-htree-levels": 1,
  "synth_seq_share": 0.528,
  "crit_chain": "clkdlybuf4s50_1",
  "area_delta_synth_final_pct": 21.4,
  "cp.depth": 1,
  "ys.flop_type": "dfrtp_1",
  "cp_num_buf_inv": 1,
  "cts_setup_buffers": 0,
  "yosys-top-cells-area": "dfrtp_1 42%, xnor2_1 5.9%, xor2_1 5.2%",
  "synthAdderAreaFrac": 0.0105,
  "row_count": 36,
  "report.final.slew_viol_count": 0,
  "min_path_cells": 0,
  "finalClockPeriodUsage": 0.573
}
==> metal layers <==
layer	wire (um)	up-vias	global-route usage
li1	-	391	-
met5	0	-	0
met2	892	15	0.0456
met3	215	2	0.0197
met1	1030	359	0.0414
met4	32	0	0.00534
==> flip-flops by register name (all words and copies together), names as in the netlist <==
register    count
temp_led        1
key_scan        2
count          20
key_scan_r      2
==> cell type report <==
type | count | area, um2
Fill cell | 1106 | 8200
Sequential cell | 25 | 627
Multi-Input combinational cell | 75 | 536
Tap cell | 133 | 166
Timing Repair Buffer | 5 | 47.5
Clock buffer | 4 | 45.0
Inverter | 5 | 18.8
==> worst paths after layout <==
path	from	to	slack (ns)
worst min-delay path	key_scan[1]	key_scan_r[1]	0.38
max in group asynchronous	rst_n	temp_led	2.35
worst max register to register	count[6]	key_scan[0]	1.48
worst min register to register	key_scan[1]	key_scan_r[1]	0.38
worst max-delay path	temp_led	led	1.45
min in group asynchronous	rst_n	count[10]	0.76
==> Yosys cell counts, drive strengths merged (2+ instances only) <==
master	n
nand3	8
edfxtp	2
dfrtp	20
nor4	6
xor2	7
xnor2	8
mux2i	3
dfxtp	2
and3	4
nor4b	2
nand4	6
inv	5
nand2	3
nor2	14
nor3	4
==> where the power goes <==
part           total [mW]  internal [mW]  leakage (nW)  switching [mW]
clock network       0.170         0.0836        0.0228          0.0864
registers           0.300          0.300         0.315               0
logic             0.00914        0.00376         0.204         0.00538
total               0.479          0.387         0.542          0.0917
==> cells by family (layout without fill, tap and decap cells) <==
family,count (synthesis),after routing
xor gates and xnor gates,15,15
AOI/OAI and AO/OA,3,3
buffers and inverters,6,14
muxes,3,3
and+or+nand+nor,53,53
adders and majority gates,1,1
DFF,25,25
==> stage by stage <==
stage          utilization  hold slack (ns)  power (mW)  cells  instance area [um2]
6_report             0.149            0.377       0.479    247                 1440
2_1_floorplan            -            0.349       0.306    106                 1190
3_3_place_gp         0.145            0.366       0.316    243                 1400
5_1_grt              0.149            0.391       0.505    247                 1440
4_1_cts              0.149            0.383       0.490    247                 1440
3_5_place_dp         0.145            0.364       0.316    243                 1400
No activity file was given, so power comes from the tool's default toggle rates.
