==> design.v <==
`default_nettype none
`timescale 1ns / 1ps
module nepturri_top  (
	clk,     
	rst_n,   
	key_in,  
	led      
);
input        clk; 
input        rst_n;
input  [1:0] key_in;
output 		 led;
reg [19:0] count;
reg [1:0] key_scan;  
always @(posedge clk or negedge rst_n)      
begin
   if(!rst_n)                 
      count <= 20'd0;         
   else
      begin
         if(count ==20'd999_999)  
            begin
               count <= 20'b0;      
               key_scan <= key_in;  
            end
         else
            count <= count + 20'b1;  
     end
end
reg [1:0] key_scan_r;
always @(posedge clk)
    key_scan_r <= key_scan;       
wire [1:0] flag_key = key_scan_r[1:0] & (~key_scan[1:0]);  
reg temp_led;
always @ (posedge clk or negedge rst_n)       
begin
    if (!rst_n)                  
         temp_led <= 1'b1;   	 
    else
         begin            
             if ( flag_key[0] ) temp_led <= ~temp_led;   
             if ( flag_key[1] ) temp_led <= ~temp_led;   
         end
end
 assign led = temp_led;
endmodule
==> run.sh <==
#!/bin/bash
# OpenROAD 26Q1-2900-gdf79404cd8, Yosys 0.63+post, stock flow scripts
make -C /OpenROAD-flow-scripts/flow DESIGN_CONFIG=/design/flow/config.mk WORK_HOME=/design/flow/orfs finish
==> config.mk <==
export PLATFORM = sky130hd
export DESIGN_NAME = nepturri_top
export DESIGN_NICKNAME = nepturri_top
export VERILOG_FILES = /design/flow/design.v
export SDC_FILE = /design/flow/constraint.sdc
export NUM_CORES = 4
export LEC_CHECK = 1
export CORE_AREA = 10 10 109 109
export DIE_AREA = 0 0 119 119
==> constraint.sdc <==
current_design nepturri_top

set clk_period 3.4
set clk_io_pct 0.2

create_clock -name clk0 -period $clk_period [get_ports {clk}]

set non_clock_inputs [all_inputs -no_clocks]
set_input_delay [expr $clk_period * $clk_io_pct] -clock clk0 $non_clock_inputs
set_output_delay [expr $clk_period * $clk_io_pct] -clock clk0 [all_outputs]
==> ci_impl_report.md <==
## PnR job results

| Metric | Value |
|---|---|
| Slowest CP cell | `dfstp_2` |
| Crit Reg-Reg Startpoint | `count[6]$_DFF_PN0_` |
| Slew headroom | `67.3%` |
| Worst Setup Path Type | `flop to output port` |
| Die height | `119 um` |
| Worst setup SP type | `flop` |
| Drt first pass iters | `4` |
| Critical path's largest stage delay | `550 ps` |
| FF-to-FF End | `key_scan[0]$_DFFE_PP_` |
| PortBufs | `4` |
| WHS Endpoint | `key_scan_r[1]$_DFF_P_` |
| Flops out of synthesis | `25` |
| Yosys Warn Count | `1` |
| Ant diodes | `0` |
| Synth top area cells | `dfrtp_1 (42%), xnor2_1 (5.9%), xor2_1 (5.2%)` |
| Post-layout min period | `1950 ps` |
| Htree depth | `1` |
| Asr flop ratio synth | `84.0%` |
| CTS tree | `done` |
| Full die area | `0.0142 mm2` |
| Worst path arrival time | `1270 ps` |
| Hold Path Depth | `0` |
| Mapped cell area | `0.00119 mm2` |
| Synthesis-to-finish area growth | `21.4%` |
| Flip-flops with a built-in enable | `2` |
| Post-CTS Setup Inserts | `0` |
| Setup TNS | `0 ps` |
| Stage-log warning count | `25` |
| Cts hold-fix bufs | `0` |
| Vias in the first global route | `801` |
| Yosys Instances | `106` |
| GR Overflow Total | `0` |
| CTS sink cnt | `25` |
| Initial Utilization | `12.3%` |
| Max_cap viols | `0` |
| TritonCTS Buffers | `3` |
| Drt initial violations | `52` |
| Finish-stage setup viols | `0` |
| Avg Vias per Cell | `3.11` |
| Ratio of cells with drive above 1 in the final layout | `11.4%` |
| Crit-path cells | `clkdlybuf4s50_1` |
| Post-synth top flop | `dfrtp_1` |
| Cycle use final | `57.3%` |
| Largest net degree at the start of global routing | `23` |
| Fillers | `1,106` |
| # rows | `36` |
| Pleak | `0.542 nW` |
| Top-area cell share | `42.2%` |
| Worst hold path type | `flop to flop` |
| Total power | `0.479 mW` |
| FMAX | `513 MHz` |
| Flop2flop setup slack | `1480 ps` |
| CTS Root Cell | `clkbuf_8` |
| Crit end category | `output port` |
| Yosys top cell by instances | `dfrtp_1` |
| Core area | `0.00964 mm2` |
| Post-CTS Resized | `0` |
| CTS max path bufs | `2` |
| CP Buf/Inv Count | `1` |
| Fin Clk Skew | `8.70 ps` |
| Worst hold start | `key_scan[1]$_DFFE_PP_` |
| Drt drc | `0` |
| Routed WL per cell | `8.77 um` |
| Cells after synthesis | `106` |
| Clock latency at the later pin of the worst-skew pair | `260 ps` |
| Cell family with most CP delay | `flip-flops` |
| Initial antenna violation count | `0` |
| Top-Level Pins | `5` |
| Chip width | `119 um` |
| Final wirelength | `2170 um` |
| Synth Seq Share | `52.8%` |
| Pins Over Slew Limit | `0` |
| Yosys top cell by area | `dfrtp_1` |
| Hpwl dp | `1550 um` |
| Outcome | `finished clean` |
| Avg Synthesized Cell Area | `11.2 um2` |
| Routability cong. | `0.766` |
| Final Core Density | `14.9%` |
| Tightest Pin Transition | `487 ps` |
| Peak VDD IR | `134 uV` |
| Pwr per Cell Area | `333 mW/mm2` |
| Yosys chip area | `0.00119 mm2` |
| Gr usage total | `3.21%` |
| CTS clock-pin slew for the worst setup and hold paths | `70 ps` |
| R2R depth | `4` |
| Number of library cell types mapped by synthesis | `32` |
| RSZ-0062 raised after global routing | `false` |
| DR vias | `767` |
| WHS | `377 ps` |
| First-pass GRT wire length | `3790 um` |
| Critical path peak fanout | `2` |
| Top post-synthesis cells by count | `dfrtp_1 (20), nor2_1 (12), nand3_1 (8), xnor2_1 (8), xor2_1 (7)` |
| WP data required | `2720 ps` |
| Final Hold Vio Count | `0` |
| DRT antenna net count | `0` |
power breakdown:
part	total [mW]	switching (mW)	internal (mW)	leakage [nW]
Clock	0.170	0.0864	0.0836	0.0228
Combinational	0.00914	0.00538	0.00376	0.204
Sequential	0.300	0	0.300	0.315
cells by family after synthesis:
| family | after synthesis | synth area share (%) |
|---|---|---|
| AND/OR/NAND/NOR | 53 | 28.9 |
| XOR/XNOR | 15 | 11.1 |
| flip-flops | 25 | 52.8 |
| AND-OR/OR-AND | 3 | 1.58 |
| adder cells (fa/ha/maj) | 1 | 1.05 |
| multiplexers | 3 | 2.53 |
| buffers and inverters | 6 | 2.00 |
metal layers:
metal / track usage [%] / routed length (um) / up-vias / share of wire [%]
met3: 1.97 / 215 / 2 / 9.9
li1: - / - / 391 / -
met1: 4.14 / 1030 / 359 / 47
met2: 4.56 / 892 / 15 / 41
met5: 0 / 0 / - / 0
met4: 0.534 / 32 / 0 / 1.5
registers in the layout (all words and copies together), names as in the netlist:
| name | flops |
|---|---|
| key_scan_r | 2 |
| temp_led | 1 |
| key_scan | 2 |
| count | 20 |
cell type report:
type                       instances  area [um2]  area share [%]
inverter                           5        18.8            1.30
tap                              133         166            11.6
clock buffer                       4        45.0            3.13
multi-input combinational         75         536            37.2
timing repair buffer               5        47.5            3.30
sequential                        25         627            43.5
per-stage QoR:
step	instance area, um2	setup WS [ps]	cells
3_3_place_gp	1400	1450	243
2_1_floorplan	1190	1690	106
5_1_grt	1440	1340	247
6_report	1440	1450	247
3_5_place_dp	1400	1440	243
4_1_cts	1440	1420	247
cells in the final DEF (no fill, tap or decap), types with 3 or more instances in the layout:
master | Yosys | layout
nand4_1 | 4 | 4
and3_1 | 4 | 4
mux2i_1 | 3 | 3
nor2_1 | 12 | 12
xnor2_1 | 8 | 8
clkbuf_8 | 0 | 3
clkdlybuf4s50_1 | 0 | 4
nand3_1 | 8 | 8
nand2_1 | 3 | 3
xor2_1 | 7 | 7
nor3_1 | 4 | 4
inv_1 | 5 | 5
nor4_1 | 3 | 3
dfrtp_1 | 20 | 20
worst register-to-register path: cells and delay by family (launching register included):
family,cells,cell delay [ps]
simple gates,4,1180
flops,1,450
worst max path at each step:
stage	startpoint	endpoint	slack [ps]	cells after the start
after CTS	temp_led$_DFFE_PN1P_	led	1420	1
after global routing	count[0]$_DFF_PN0_	key_scan[0]$_DFFE_PP_	1340	4
final	temp_led$_DFFE_PN1P_	led	1450	1
Power and IR drop assume default switching activity.
